==> design/flow/design.v <==
`timescale 1ns / 1ps
module Custom_Instruction_Unit(
    input clk,
    input [3:0] opcode,
    input [18:0] r1, r2,
    output reg [18:0] result
);
reg [18:0] memory [0:255];  
reg [18:0] accumulator;
reg [18:0] lfsr;  
localparam FFT = 4'b0001;
localparam ENC = 4'b0010;
localparam DEC = 4'b0011;
localparam SPM = 4'b0100;
localparam DWT = 4'b0101;
localparam MAC = 4'b0110;
localparam RNG = 4'b0111;
initial begin
    lfsr = 19'h1;  
end
always @(posedge clk) begin
    case(opcode)
        FFT: begin
            result <= memory[r2] + 100;  
            memory[r1] <= result;
        end
        ENC: begin
            result <= memory[r2] ^ 16'hFFFF;  
            memory[r1] <= result;
        end
        DEC: begin
            result <= memory[r2] ^ 16'hFFFF;  
            memory[r1] <= result;
        end
        SPM: begin
            memory[r1] <= memory[r2];
        end
        DWT: begin
            result <= memory[r2] >> 1;  
            memory[r1] <= result;
        end
        MAC: begin
            accumulator <= accumulator + r1 * r2;
            result <= accumulator;
        end
        RNG: begin
            lfsr <= {lfsr[17:0], lfsr[18] ^ lfsr[5] ^ lfsr[4] ^ lfsr[3]};
            result <= lfsr;
            memory[r1] <= result;
        end
        default: result <= 0;  
    endcase
end
endmodule
==> design/flow/run.sh <==
#!/bin/bash
# OpenROAD 26Q1-2900-gdf79404cd8, Yosys 0.63+post, stock flow scripts
make -C /OpenROAD-flow-scripts/flow DESIGN_CONFIG=/design/flow/config.mk WORK_HOME=/design/flow/orfs finish
==> design/flow/config.mk <==
export PLATFORM = sky130hd
export DESIGN_NAME = Custom_Instruction_Unit
export DESIGN_NICKNAME = Custom_Instruction_Unit
export VERILOG_FILES = /design/flow/design.v
export SDC_FILE = /design/flow/constraint.sdc
export NUM_CORES = 4
export LEC_CHECK = 1
export CORE_UTILIZATION = 40
export SYNTH_MEMORY_MAX_BITS = 65536
==> design/flow/constraint.sdc <==
current_design Custom_Instruction_Unit

set clk_period 25.4
set clk_io_pct 0.2

create_clock -name clk0 -period $clk_period [get_ports {clk}]

set non_clock_inputs [all_inputs -no_clocks]
set_input_delay [expr $clk_period * $clk_io_pct] -clock clk0 $non_clock_inputs
set_output_delay [expr $clk_period * $clk_io_pct] -clock clk0 [all_outputs]
==> results_dict.tcl <==
# implementation run metrics
set metrics [dict create \
    run_status "complete, no violations" \
    std_cell_rows 257 \
    layout_top_cells "edfxtp_1, mux4_2, buf_4, clkbuf_16, nand2_1" \
    numCtsBuffers 477 \
    numSynthFlops 4921 \
    gr-usage-all-layers 0.272 \
    synth.yosys.num_cells 9077 \
    leakagePower_nw 72.0 \
    critical-path-slowest-cell "a22oi_1" \
    cp_data_arrival_time_ps 13720 \
    worst_slew_pin_slew_ps 1410 \
    path_clk_slew_ps 70 \
    initial_utilization 0.401 \
    clockPowerShare 0.375 \
    cp_cell_sequence "buf_8, buf_4, buf_4, buf_4, buf_12, buf_4, buf_4, mux4_2, a22oi_1, a21oi_1, nor3_1, a22oi_1, nand3_1, o21ai_4, buf_4, buf_4, buf_4" \
    cts_max_level 5 \
    area_growth_pct 13.6 \
    cap_viol_max_count 0 \
    fmaxAchievable_mhz 76.6 \
    comb_power_share 0.126 \
    yosys.area.top_type "edfxtp_1" \
    postSynth.asyncResetShare 0 \
    power.net_switching_mw 4.56 \
    max_slew_vio_count 0 \
    first_pass_grt_wire_length_mm 835 \
    root_buffer "clkbuf_16" \
    required_ps 26070 \
    synth.top_cell.area_share 0.752 \
    first_global_vias 107756 \
    wl_mm 603 \
    pwr_per_cell_area_nw_per_um2 83.7 \
    detailed_place.area_um2 208000 \
    timing.setup.tns_ps 0 \
    die-width_um 703 \
    worst_min_delay_path_class "register to register" \
    rsz_0062_raised_after_global_routing "false" \
    detail_route.drc_violations 0 \
    violation_tally_from_detailed_route_iteration_zero 6869 \
    post-cts-setup-buffers 0 \
    synth_seq_share 0.752 \
    flop_cell "edfxtp_1" \
    slew_headroom 0.0505 \
    nFillCells 39651 \
    insertion_delay_ps 1070 \
    gp_congestion 0.946 \
    power.sequential.fraction 0.499 \
    swShare 0.244 \
    clock_skew_ps 112 \
    clock_tree_from_tritoncts "done" \
    viasPerCell 5.87 \
    grt_max_degree 136 \
    die-height_um 703 \
    final_instance_area_um2 223000 \
    worst_ir_drop_vdd_mv 0.119 \
    cell_count_after_synthesis 9077 \
    synthesis.area_per_instance_um2 21.6 \
    report.final.hold_viol_count 0 \
    final_setup_fails 0 \
    port_buffers 61 \
    period_minus_slack_ps 13050 \
    distinct_lib_cells 83 \
    log.warning_count 66 \
    worst_path_max_stage_delay_ps 850 \
    drive_above_1_share 0.271 \
    synth.cell_area_um2 196000 \
    detail_route.first_pass.iterations 9 \
    cp_common_cell "buf_4" \
    via_count 97715 \
    post_synthesis_chip_area_from_yosys_um2 196000 \
    floorplan.die_area_um2 494000 \
    cts.sinks 4921 \
    antenna_found_initial 47 \
    detailedPlacementHpwl_mm 373 \
    top_level_ports 62 \
    path_max_fanout 68 \
    cts.path.max_buffers 4 \
    synth-warning-count 1 \
    cts.hold.buffers_added 0 \
    postCtsResizedCells 0 \
    enable_flop_cells 4921 \
    worstSetupPathType "primary input to register" \
    critical_path.endpoint_type "register" \
    routedWlPerCell_um 36.2 \
    design.core.area_um2 489000 \
    layout_top_cell "edfxtp_1" \
    internal_power_mw 14.1 \
    drtAntennaViolNets 0 \
    startpoint_type "primary input" \
    post_synth_main_area_contributors "edfxtp_1, mux4_2, mux4_1" \
    grt_overflow_total 0 \
    finalCritPeriodShare 0.514 \
]
[state kept, by name (all words and copies together) (netlist names)]
name,count
memory,4864
accumulator,19
lfsr,19
result,19
[metrics by stage]
step / hold slack [ps] / std cells / worst slack [ps] / util / total power, mW
after floorplan: 425 / 9077 / 5420 / - / 11.2
after global placement: 433 / 15739 / 11800 / 0.424 / 11.8
after detailed placement: 437 / 15739 / 11610 / 0.424 / 11.8
after CTS: 451 / 16614 / 12690 / 0.456 / 18.8
after global routing: 463 / 16625 / 12170 / 0.456 / 19.3
final: 453 / 16649 / 12350 / 0.456 / 18.7
[per-layer routing]
layer | GRT usage | wire, um | up-vias
li1 | - | - | 39321
met1 | 0.273 | 165000 | 48712
met2 | 0.371 | 267000 | 8310
met3 | 0.273 | 138000 | 1293
met4 | 0.104 | 31300 | 79
met5 | 0.0304 | 2050 | -
[worst max-delay path, delay by kind of cell]
kind	cells	cell delay (ps)
compound gates	4	1470
buf+inv	10	5690
mux	1	330
simple gates	2	750
[cell type report]
class,instances,area (um2),share of cell area
flip-flops and latches,4921,148000,0.662
well taps,6475,8100,0.0363
clock buffers,569,12400,0.0555
inverters,212,803,0.00360
multi-input cells,3433,45400,0.203
clock inverters,306,3020,0.0136
diodes,35,87.6,0.000393
repair buffers,698,5590,0.0251
[logic make-up (layout without fill, tap and decap cells)]
group	count (synthesis)	count (layout)	share of synthesized area
and+or+nand+nor	952	952	0.0226
AOI/OAI and AO/OA	763	763	0.0277
buffers and inverters	723	1785	0.0224
xor gates and xnor gates	63	63	0.00281
other	0	35	0
muxes	1448	1448	0.154
adders and majority gates	207	207	0.0184
DFF	4921	4921	0.752
[synthesized netlist by cell type, drive strengths merged (23+ instances only)]
| cell | n |
|---|---|
| inv | 211 |
| a22oi | 235 |
| xnor2 | 49 |
| a21oi | 123 |
| nand3 | 49 |
| nand2b | 23 |
| o221ai | 27 |
| o22ai | 34 |
| nor2b | 37 |
| ha | 70 |
| buf | 290 |
| fa | 137 |
| nor3 | 27 |
| a221oi | 68 |
| edfxtp | 4921 |
| a22o | 51 |
| mux2i | 212 |
| and2 | 111 |
| o21ai | 88 |
| nor2 | 330 |
| mux4 | 1213 |
| mux2 | 23 |
| clkbuf | 219 |
| nand2 | 273 |
[power by group through the flow]
stage	Clock, mW	Sequential [mW]	Combinational [mW]
finish	7.00	9.32	2.35
global route	7.38	9.32	2.59
CTS	7.09	9.32	2.36
[final timing paths]
kind / from / endpoint / slack, ps / cells past startpoint
worst min register to register: lfsr[17]$_DFFE_PP_ / lfsr[18]$_DFFE_PP_ / 450 / 0
worst max register to register: memory[183][4]$_DFFE_PP_ / memory[0][4]$_DFFE_PP_ / 19440 / 11
worst min-delay path: lfsr[17]$_DFFE_PP_ / lfsr[18]$_DFFE_PP_ / 450 / 0
worst max-delay path: r2[1] / memory[0][4]$_DFFE_PP_ / 12350 / 17
Power is estimated from default activity; no workload was simulated.
