$ cat flow/config.mk
export PLATFORM = sky130hd
export DESIGN_NAME = Memory_Interface
export DESIGN_NICKNAME = Memory_Interface
export VERILOG_FILES = /design/flow/design.v
export SDC_FILE = /design/flow/constraint.sdc
export NUM_CORES = 4
export LEC_CHECK = 1
export CORE_UTILIZATION = 50
$ cat flow/constraint.sdc
current_design Memory_Interface

set clk_period 3.0
set clk_io_pct 0.2

create_clock -name clk0 -period $clk_period [get_ports {clk}]

set non_clock_inputs [all_inputs -no_clocks]
set_input_delay [expr $clk_period * $clk_io_pct] -clock clk0 $non_clock_inputs
set_output_delay [expr $clk_period * $clk_io_pct] -clock clk0 [all_outputs]
$ cat flow/design.v
`timescale 1ns / 1ps
module Memory_Interface(
    input clk,
    input mem_read,          
    input mem_write,         
    input [18:0] address,    
    input [18:0] write_data,  
    output reg [18:0] read_data  
);
    reg [18:0] memory_array [15:0];
    always @(posedge clk) begin
        if (mem_write) begin
            memory_array[address[3:0]] <= write_data;
        end
        if (mem_read) begin
            read_data <= memory_array[address[3:0]];
        end
    end
endmodule
$ cat flow/run.sh
#!/bin/bash
# OpenROAD 26Q1-2900-gdf79404cd8, Yosys 0.63+post, stock flow scripts
make -C /OpenROAD-flow-scripts/flow DESIGN_CONFIG=/design/flow/config.mk WORK_HOME=/design/flow/orfs finish
==> impl_metrics.csv <==
group,metric,value,unit
outcome,status,"finished, final reports clean",
clock_network,cts_root_buf,"clkbuf_16",
power,power_density,685,mW/mm^2
power,total_power,9.83,mW
floorplan,fp-row-count,56,
clock_network,clk_path_buf_depth,3,
timing,worstMarginPinSlew,805,ps
drt,drc,0,
floorplan,core,0.0235,sq mm
yosys,synth-seq-area-share,0.804,
clock_network,cts_tree,"done",
yosys,synth_area,0.0121,sq mm
yosys,synthAdderAreaFrac,0,
worst_setup_path,crit_path_cell_trace,"buf_4 > buf_4 > mux4_2 > a22oi_1 > nand2_1",
grt,overflow,0,
worst_setup_path,cp.required,3240,ps
timing,finalClockPeriodUsage,0.669,
finish,synthToLayoutAreaGrowth,19.0,%
yosys,yosys_most_used_dff,"edfxtp_1",
clock_network,postCtsSetupBuffers,0,
yosys,synthSimpleGateAreaFrac,0.0169,
worst_setup_path,cp-start-kind,"primary input",
timing,rsz0062_at_grt,"false",
worst_setup_path,cp_slowest_cell,"buf_4",
grt,grt_antenna_before_repair,0,
power,vdd_drop_max,0.000574,V
yosys,syn_inst,508,
timing,slew_headroom,0.464,
timing,hold_slack,747,ps
grt,grt_pass1_wl,36.8,mm
clock_network,clkTransAtPathRegs,60,ps
worst_setup_path,cp_common_cell,"buf_4",
floorplan,fp_util,0.512,
finish,fill_cells,1670,
finish,fin_area,0.0144,sq mm
grt,grt_pass1_vias,6239,
yosys,syn_area_per_cell,23.7,sq um
drt,drtIter0Drc,276,
floorplan,chipWidth,157,um
place,post-place-ws,478,ps
yosys,synth-edff-count,323,
job,cap_violations,0,
finish,fin_util,0.610,
drt,antenna_cells,0,
drt,drt_wl_total,24.4,mm
drt,vias,5550,
yosys,ys_cells,508,
timing,finClkSkew,12.4,ps
clock_network,cts_hold_buf,0,
yosys,async_flop_share,0,
job,warnings,40,
drt,vias_per_cell,5.82,
yosys,topCombFamilyByArea,"multiplexers",
hold_path,min_path_type,"reg -> reg",
timing,fin_tns_setup,0,ps
floorplan,ioPinCount,60,
drt,post_drt_wl_per_cell,25.6,um
finish,layout.cells.non_filler,953,
worst_setup_path,crit_fanout,53,
clock_network,clock_sinks,323,
finish,mostFrequentLayoutCells,"edfxtp_1 (323), mux4_2 (76), buf_4 (46), clkdlybuf4s50_1 (42), a22oi_1 (38)",
yosys,synthMuxAreaShare,0.142,
timing,hold_viol_final,0,
clock_network,cts_buffers,34,
worst_setup_path,end_kind,"register",
yosys,compound_area_frac,0.0237,
clock_network,insertion_delay,500,ps
finish,drive_gt1_frac,0.303,
worst_setup_path,crit_type,"in -> reg",
worst_setup_path,slowest_delay,610,ps
yosys,ys_sh_xor,0,
floorplan,die_y,157,um
place,io_buffer_count,44,
timing,finalSetupViolCount,0,
grt,grt_max_degree,54,
timing,maxSlewViolCount,0,
worst_setup_path,cp_top_family,"buffers and inverters",
place,placed_cells,894,
yosys,synth_warnings,1,
power,p_leak,4.62,nW
worst_setup_path,crit_buf_inv,2,
yosys,synth_flops,323,
drt,dr.pass1.iters,5,
timing,finalCriticalPeriod,2010,ps
place,gp_congestion,0.808,
grt,grt_use_total,0.240,
finish,layout_top_cell,"edfxtp_1",
worst_setup_path,crit_arrival,2250,ps
place,placed_area,0.0132,sq mm
timing,fin_ws,993,ps
yosys,yosys_area,0.0121,sq mm
floorplan,die-area,0.0247,sq mm
timing,fmax,498,MHz
yosys,yosys.cell_types.count,19,
place,dp_hpwl,13.8,mm
drt,drtAntennaViolNets,0,
clock_network,cts-resized-gates,0,
clock_network,htree_levels,2,
[Yosys cell counts, types with 2 or more instances]
library cell / n / area (sq um)
nand2b_1: 2 / 12.5
a22oi_1: 38 / 285
buf_6: 4 / 45.0
nor3_1: 4 / 20.0
buf_8: 2 / 30.0
mux4_2: 76 / 1710
nor2b_1: 2 / 12.5
nor2_1: 13 / 48.8
buf_2: 6 / 30.0
clkbuf_1: 10 / 37.5
edfxtp_1: 323 / 9700
nand3b_1: 2 / 15.0
nand2_1: 20 / 75.1
[tightest hold or removal path, cell delays in order, from the launching register on]
cell      delay, ps
edfxtp_1        310
mux4_2          220
a22oi_1          60
nand2_1          60
[power by group]
part           total [mW]  switching, mW  internal (mW)  leakage [nW]
Sequential           5.11         0.0233           5.09          2.94
Combinational       0.481          0.251          0.230          1.13
Clock                4.24           1.58           2.66         0.559
Total                9.83           1.86           7.97          4.62
[logic make-up (layout without fill, tap and decap cells)]
group	after synthesis	after routing
AND/OR/NAND/NOR	46	46
multiplexers	76	76
flip-flops	323	323
AND-OR/OR-AND	38	38
buffers and inverters	25	151
[path summary, 6_finish.rpt]
path / slack, ps / cells after the start / end / from
setup / recovery: 990 / 5 / read_data[12] / address[1]
hold / removal: 750 / 3 / read_data[9] / memory_array[7][9]
setup reg to reg: 1520 / 3 / read_data[18] / memory_array[3][18]
hold reg to reg: 750 / 3 / read_data[9] / memory_array[7][9]
[cell type report]
cell class	instances	area [sq um]	share of cell area
flip-flops and latches	323	9700	0.676
clock buffers	43	948	0.0661
multi-input cells	160	2260	0.157
clock inverters	16	200	0.0139
repair buffers	92	846	0.0589
well taps	319	399	0.0278
[sequential cells by signal, summed over array words and instances, names as in the netlist]
signal        count
memory_array    304
read_data        19
[routing by layer]
layer  vias up  track usage  share of wire
li1       2389            -              -
met1      2753        0.331           0.33
met2       358        0.364           0.50
met3        50        0.151           0.14
met4         0       0.0435          0.021
met5         -            0              0
Power figures rest on the tool's default switching activity, not on a simulated workload.
