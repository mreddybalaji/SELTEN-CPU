<file path="flow/run.sh">
#!/bin/bash
# OpenROAD 26Q1-2900-gdf79404cd8, Yosys 0.63+post, stock flow scripts
make -C /OpenROAD-flow-scripts/flow DESIGN_CONFIG=/design/flow/config.mk WORK_HOME=/design/flow/orfs finish
</file>
<file path="flow/config.mk">
export PLATFORM = sky130hd
export DESIGN_NAME = Selten_rv19i
export DESIGN_NICKNAME = Selten_rv19i
export VERILOG_FILES = /design/flow/design.v
export SDC_FILE = /design/flow/constraint.sdc
export NUM_CORES = 4
export LEC_CHECK = 1
export CORE_AREA = 10 10 88 88
export DIE_AREA = 0 0 98 98
</file>
<file path="flow/constraint.sdc">
current_design Selten_rv19i

set clk_period 2.8
set clk_io_pct 0.2

create_clock -name clk0 -period $clk_period [get_ports {RN}]
create_clock -name clk1 -period $clk_period [get_ports {clk}]

set non_clock_inputs [all_inputs -no_clocks]
set_input_delay [expr $clk_period * $clk_io_pct] -clock clk0 $non_clock_inputs
set_output_delay [expr $clk_period * $clk_io_pct] -clock clk0 [all_outputs]
</file>
<file path="flow/design.v">
`timescale 1ns / 1ps
module Selten_rv19i(clk, RN, NPC, WB_OUT);
input clk;
input RN;
integer k;
wire EX_MEM_COND;
reg BR_EN;
reg [18:0] IF_ID_IR, IF_ID_NPC;                                
reg [18:0] ID_EX_A, ID_EX_B, ID_EX_RD, ID_EX_IMMEDIATE, ID_EX_IR, ID_EX_NPC;      
reg [18:0] EX_MEM_ALUOUT, EX_MEM_B, EX_MEM_IR;                        
reg [18:0] MEM_WB_IR, MEM_WB_ALUOUT, MEM_WB_LDM;                      
output reg [18:0] WB_OUT, NPC;
reg [18:0] REG[0:31];                                               
reg [18:0] MEM[0:31];                                             
reg [18:0] DM[0:31];   
parameter ADD = 3'd0,
          SUB = 3'd1,
          AND = 3'd2,
          OR  = 3'd3,
          XOR = 3'd4,
          SLT = 3'd5;
parameter ADDI = 3'd0,
          SUBI = 3'd1,
          ANDI = 3'd2,
          ORI  = 3'd3,
          XORI = 3'd4;
parameter LW  = 3'd0,
          SW  = 3'd1;
parameter BEQ = 3'd0,
          BNE = 3'd1;
parameter SLL = 3'd0,
          SRL = 3'd1;
parameter AR_TYPE = 7'd0,
          M_TYPE  = 7'd1,
          BR_TYPE = 7'd2,
          SH_TYPE = 7'd3;
always @(posedge clk or posedge RN) begin
    if(RN) begin
        NPC <= 19'd0;
        BR_EN <= 1'd0;
        REG[0] <= 19'h00000;
        REG[1] <= 19'd1;
        REG[2] <= 19'd2;
        REG[3] <= 19'd3;
        REG[4] <= 19'd4;
        REG[5] <= 19'd5;
        REG[6] <= 19'd6;
    end else begin
        NPC <= BR_EN ? EX_MEM_ALUOUT : NPC + 19'd1;
        BR_EN <= 1'd0;
        IF_ID_IR <= MEM[NPC];
        IF_ID_NPC <= NPC + 19'd1;
    end
end
always @(posedge RN) begin
    MEM[0] <= 19'h12345;  
    MEM[1] <= 19'h12346;
    MEM[2] <= 19'h12347;
    MEM[3] <= 19'h12348;
    MEM[4] <= 19'h12349;
    MEM[5] <= 19'h1234A;
    MEM[6] <= 19'h1234B;
    MEM[7] <= 19'h1234C;
    MEM[8] <= 19'h1234D;
    MEM[9] <= 19'h1234E;
    MEM[25] <= 19'h1234F;
end
always @(posedge clk) begin
    ID_EX_A <= REG[IF_ID_IR[18:14]];
    ID_EX_B <= REG[IF_ID_IR[13:9]];
    ID_EX_RD <= REG[IF_ID_IR[8:4]];
    ID_EX_IR <= IF_ID_IR;
    ID_EX_IMMEDIATE <= {{14{IF_ID_IR[18]}}, IF_ID_IR[18:14]};  
    ID_EX_NPC <= IF_ID_NPC;
end
always @(posedge clk) begin
    EX_MEM_IR <= ID_EX_IR;
    case(ID_EX_IR[18:14])
        AR_TYPE: begin
            case(ID_EX_IR[13:11])
                ADD: EX_MEM_ALUOUT <= ID_EX_A + ID_EX_B;
                SUB: EX_MEM_ALUOUT <= ID_EX_A - ID_EX_B;
                AND: EX_MEM_ALUOUT <= ID_EX_A & ID_EX_B;
                OR : EX_MEM_ALUOUT <= ID_EX_A | ID_EX_B;
                XOR: EX_MEM_ALUOUT <= ID_EX_A ^ ID_EX_B;
                SLT: EX_MEM_ALUOUT <= (ID_EX_A < ID_EX_B) ? 19'd1 : 19'd0;
            endcase
        end
        M_TYPE: begin
            case(ID_EX_IR[13:11])
                LW: EX_MEM_ALUOUT <= ID_EX_A + ID_EX_IMMEDIATE;
                SW: EX_MEM_ALUOUT <= ID_EX_IR[13:9] + ID_EX_IR[18:14];
            endcase
        end
        BR_TYPE: begin
            case(ID_EX_IR[13:11])
                BEQ: begin 
                    EX_MEM_ALUOUT <= ID_EX_NPC + ID_EX_IMMEDIATE;
                    BR_EN <= (ID_EX_IR[18:14] == ID_EX_IR[8:4]);
                end
                BNE: begin 
                    EX_MEM_ALUOUT <= ID_EX_NPC + ID_EX_IMMEDIATE;
                    BR_EN <= (ID_EX_IR[18:14] != ID_EX_IR[8:4]);
                end
            endcase
        end
        SH_TYPE: begin
            case(ID_EX_IR[13:11])
                SLL: EX_MEM_ALUOUT <= ID_EX_A << ID_EX_B;
                SRL: EX_MEM_ALUOUT <= ID_EX_A >> ID_EX_B;
            endcase
        end
    endcase
end
always @(posedge clk) begin
    MEM_WB_IR <= EX_MEM_IR;
    case(EX_MEM_IR[18:14])
        AR_TYPE, SH_TYPE: MEM_WB_ALUOUT <= EX_MEM_ALUOUT;
        M_TYPE: begin
            case(EX_MEM_IR[13:11])
                LW: MEM_WB_LDM <= DM[EX_MEM_ALUOUT];
                SW: DM[EX_MEM_ALUOUT] <= REG[EX_MEM_IR[8:4]];
            endcase
        end
    endcase
end
always @(posedge clk) begin
    case(MEM_WB_IR[18:14])
        AR_TYPE, SH_TYPE: begin 
            WB_OUT <= MEM_WB_ALUOUT;
            REG[MEM_WB_IR[8:4]] <= MEM_WB_ALUOUT;
        end
        M_TYPE: begin
            case(MEM_WB_IR[13:11])
                LW: begin
                    WB_OUT <= MEM_WB_LDM;
                    REG[MEM_WB_IR[8:4]] <= MEM_WB_LDM;
                end
            endcase
        end
    endcase
end
endmodule
</file>
==> flow_metrics.env <==
# source this file to load flow results
export IMPL_outcome="completed"
export IMPL_crit_path_start_kind="flip-flop"
export IMPL_post_cts_buffers=0
export IMPL_grt_pass1_vias=793
export IMPL_critPathSlowestCell="clkdlybuf4s50_1"
export IMPL_gp_congestion=0.711
export IMPL_ctsHoldBuffers=0
export IMPL_top_register="NPC"
export IMPL_wire_per_inst_um=10.1
export IMPL_port_buffers=19
export IMPL_tns_ns=0
export IMPL_cp_data_required_time_ns=2.24
export IMPL_largest_reg_flops=19
export IMPL_setup_viol_count_final=0
export IMPL_hp_class="reg -> reg"
export IMPL_dp_hpwl_um=1600
export IMPL_final_area_um2=1330
export IMPL_overflow=0
export IMPL_antenna_left=0
export IMPL_cap_violations=0
export IMPL_end_kind="output pin"
export IMPL_netlist_instances=88
export IMPL_firstDrtPassIters=4
export IMPL_yosysUniqueCellTypes=18
export IMPL_avgSynthCellArea_um2=10.9
export IMPL_drc=0
export IMPL_core_area_um2=5920
export IMPL_hold_violations=0
export IMPL_postSynthSeqShare=0.494
export IMPL_io_pins=40
export IMPL_dieArea_um2=9600
export IMPL_ys_warnings_count=670
export IMPL_fillers=631
export IMPL_fin_ws_ns=0.993
export IMPL_rsz0062_at_grt="false"
export IMPL_diodes=0
export IMPL_ctsResizeCount=0
export IMPL_placed_area_um2=1170
export IMPL_leakagePower_nw=0.644
export IMPL_vias_per_cell=3.27
export IMPL_ys_flops=19
export IMPL_die_width_um=98
export IMPL_critPathMaxFanout=6
export IMPL_cts_tree="done"
export IMPL_cp_top_family="buffers and inverters"
export IMPL_grt_pass1_wl_um=3440
export IMPL_crit_chain="clkdlybuf4s50_1"
export IMPL_cp_arrival_ns=1.25
export IMPL_critPathBufInv=1
export IMPL_core_util_floorplan=0.163
export IMPL_reg_top3="NPC: 19 flops"
export IMPL_antenna_found_initial=0
export IMPL_num_vias=676
export IMPL_syn_area_um2=963
export IMPL_syn_to_final_growth_pct=38.1
export IMPL_max_stage_delay_ns=0.52
export IMPL_ff2ff_setup_slack_ns=1.23
export IMPL_die_h_um=98
export IMPL_grt_max_degree=11
export IMPL_yosys_area_um2=963
export IMPL_clock_skew_ns=0.00289
export IMPL_drt_initial_drc_count=25
export IMPL_path_clk_slew_ns=0.07
export IMPL_fin_util=0.225
export IMPL_drt_total_wl_um=2090
export IMPL_slew_viol_final=0
export IMPL_power_density_nw_per_um2=582
export IMPL_crit_type="reg -> out"
export IMPL_vdd_drop_max_uv=266
export IMPL_warning_count=45
export IMPL_grt_usage=0.0450
export IMPL_rows=28
export IMPL_ys_cells=88
export IMPL_drive_gt1_frac=0.0833
export IMPL_pre_cts_ws_ns=1.08
layout by cell type, fill, tap and decap left out, drive strengths merged, types with 2 or more instances in the layout:
master / count
conb: 19
xor2: 5
nand3: 8
nand4: 2
nor3: 3
dfrtp: 19
inv: 23
nor2: 5
clkbuf: 7
xnor2: 12
clkdlybuf4s50: 19
nand2: 6
per-layer routing:
layer  routed length [µm]  track usage  part of all wire  vias to the layer above
met4                   15       0.0168            0.0072                        0
li1                     -            -                 -                      334
met5                    0            0                 0                        -
met1                  917       0.0498              0.44                      307
met2                  855       0.0508              0.41                       33
met3                  299       0.0533              0.14                        2
through the flow:
step / total power, W / cells / hold WS [ns]
final: 0.000774 / 207 / 0.482
after global routing: 0.000868 / 207 / 0.508
after CTS: 0.000804 / 207 / 0.491
after detailed placement: 0.000360 / 181 / 0.481
after global placement: 0.000361 / 181 / 0.468
after floorplan: 0.000377 / 106 / 0.424
cell type report:
| type | count | area, µm² | share of cell area |
|---|---|---|---|
| repair buffers | 19 | 190 | 0.143 |
| multi-input cells | 64 | 398 | 0.299 |
| clock inverters | 20 | 75.1 | 0.0564 |
| clock buffers | 7 | 86.3 | 0.0649 |
| flip-flops and latches | 19 | 475 | 0.357 |
| well taps | 75 | 93.8 | 0.0706 |
| inverters | 3 | 11.3 | 0.00847 |
where the power goes:
part / switching [W] / total [W] / internal (W)
combinational: 0.00000130 / 0.00000130 / 0
clock: 0.000269 / 0.000504 / 0.000235
sequential: 0 / 0.000269 / 0.000269
total: 0.000270 / 0.000774 / 0.000504
cells in the mapped netlist:
cell      n  share of area
nand2_1   6          0.023
ha_1      1          0.013
and4_1    1         0.0091
nor2_1    5          0.019
nand4_4   1          0.022
dfrtp_1  19           0.49
or3_4     1          0.012
nor3_1    1         0.0052
nor3_2    2          0.021
conb_1    1         0.0039
nand3_1   7          0.036
nand4_1   1         0.0065
xnor2_1  12           0.11
nand3_2   1          0.010
and2_1    1         0.0065
xor2_1    5          0.045
buf_4    19           0.15
inv_1     4          0.016
cell families after synthesis:
kind of cell,synth area share
AND/OR/NAND/NOR,0.171
other,0.00389
flip-flops,0.494
buffers and inverters,0.164
adder cells (fa/ha/maj),0.0130
XOR/XNOR,0.155
final timing paths:
check                             startpoint  depth (start not counted)                end
setup / recovery            NPC[7]$_DFF_PP0_                          1             NPC[7]
hold / removal             NPC[18]$_DFF_PP0_                          1  NPC[18]$_DFF_PP0_
setup reg to reg            NPC[0]$_DFF_PP0_                          5  NPC[10]$_DFF_PP0_
hold reg to reg            NPC[18]$_DFF_PP0_                          1  NPC[18]$_DFF_PP0_
max in group clk1           NPC[0]$_DFF_PP0_                          5  NPC[10]$_DFF_PP0_
max in group asynchronous                 RN                          3   NPC[1]$_DFF_PP0_
min in group asynchronous                 RN                          3  NPC[14]$_DFF_PP0_
min in group clk0          NPC[18]$_DFF_PP0_                          1            NPC[18]
No activity file was given, so power comes from the tool's default toggle rates.
